`./design.v`:
```
module sum(input[7:0] in1, in2,
	   input e,
	   output reg [7:0] out,
           output reg co);
always @(*)		
   if (e) {co, out} = in1 + in2;
   else begin
     out = 0;
     co = 0;
   end
endmodule
```
`./config.mk`:
```
export PLATFORM = sky130hd
export DESIGN_NAME = sum
export DESIGN_NICKNAME = sum
export VERILOG_FILES = /design/flow/design.v
export SDC_FILE = /design/flow/constraint.sdc
export NUM_CORES = 4
export LEC_CHECK = 1
export CORE_AREA = 10 10 70 70
export DIE_AREA = 0 0 80 80
```
`./constraint.sdc`:
```
current_design sum

set clk_period 8.2
set clk_io_pct 0.2

create_clock -name clk0 -period $clk_period

set non_clock_inputs [all_inputs -no_clocks]
set_input_delay [expr $clk_period * $clk_io_pct] -clock clk0 $non_clock_inputs
set_output_delay [expr $clk_period * $clk_io_pct] -clock clk0 [all_outputs]
```
`./run.sh`:
```
#!/bin/bash
# OpenROAD 26Q1-2900-gdf79404cd8, Yosys 0.63+post, stock flow scripts
make -C /OpenROAD-flow-scripts/flow DESIGN_CONFIG=/design/flow/config.mk WORK_HOME=/design/flow/orfs finish
```
==> reports/qor.yml <==
synth:
  ys_cells: 52
  ys_seq_share_pct: 0
  ys_sh_mux_pct: 0
  syn_inst: 52
  syn_avg_cell_area_um2: 7.724
  yosys.cell_types.count: 26
  yosysWarningCount: 1
  synthSimpleGateAreaFrac_pct: 26.17
  logic_family: "AND-OR/OR-AND gates"
  ys_area_um2: 401.6
  ys_sh_adder_pct: 29.91
  synth-xor-area-share_pct: 2.181
  aoi_share_pct: 39.56
  netlist_area_um2: 401.6
cts:
  ctsHoldBuffers: 0
  cts_setup_buffers: 0
  cts_resized: 0
floorplanning:
  die_w_um: 80
  pin_count: 26
  fp_util_pct: 11.76
  design.core.area_um2: 3416
  die_h_um: 80
  die-area_um2: 6400
  rows: 21
job:
  warnings: 32
  maxCapViolations: 0
global_routing:
  grt_overflow: 0
  antenna_found_initial: 0
  grt_pass1_vias: 500
  grt.total_usage_pct: 4.182
  grt_pass1_wl_um: 2318
  grt_start_max_net_pins: 13
cells_and_area:
  flop_area_um2: 0
  drive_gt1_share_pct: 5.195
  seq_cells: 0
  num-clock-buffers: 0
  area_growth_pct: 77.88
  final_cell_mix: "26 x clkdlybuf4s50_1, 9 x o21ai_0, 8 x ha_1"
  lay_top_count: "clkdlybuf4s50_1"
  fillers: 387
  comb_area_um2: 392.9
critical_path:
  worstPathArrival_ns: 3.99
  crit_required_ns: 6.56
  start_kind: "input pin"
  critPathCaptureType: "primary output"
  crit_path_max_fanout: 3
  crit_type: "in2out"
timing:
  grt_setup_unrepaired: "false"
  slew-limit-headroom_pct: 76.26
  maxClockFrequency_mhz: 177.7
  period_minus_slack_ns: 5.628
  final.period_utilization_pct: 68.64
  setup_viol: 0
  hold_violations: 0
  tightest_slew_ns: 0.3539
  slew_viol_final: 0
  fin_setup_tns_ns: 0
worst_hold_path:
  worst_hold_path_type: "in2out"
  hold_depth: 4
power:
  leakagePower_nw: 0.2746
  finalPower_w: 0.00004359
  ir_drop_uv: 14.26
  cellPowerDensity_nw_per_um2: 61.01
placed_design:
  place_hpwl_um: 1184
  place_congestion: 0.7868
  port_buffers: 26
route:
  via_per_inst: 3.837
  vias: 472
  wirelength_um: 1323
  drt-pass1-iter-count: 4
  route.detailed.drc: 0
  ant_nets: 0
  wl_per_cell_um: 10.76
  n_antenna_cell: 0
  first_iter_violations: 5
outcome:
  status: "finished clean"
critical path, cell delays in order:
cell and delay (ns):
clkdlybuf4s50_1 0.40, ha_1 0.24, fa_1 0.43, a211oi_1 0.38, o21a_1 0.19, o21ai_0 0.08
a21oi_1 0.14, clkdlybuf4s50_1 0.49
metrics by stage:
| step | setup WS [ns] | instance area [um^2] | util, % | hold slack (ns) | instances |
|---|---|---|---|---|---|
| final | 2.572 | 714.4 | 20.92 | 4.423 | 123 |
| after global routing | 2.300 | 714.4 | 20.92 | 4.445 | 123 |
| after CTS | 2.542 | 714.4 | 20.92 | 4.437 | 123 |
| after detailed placement | 2.553 | 714.4 | 20.92 | 4.431 | 123 |
| after global placement | 2.561 | 714.4 | 20.92 | 4.423 | 123 |
| after floorplan | 3.607 | 401.6 | - | 3.403 | 52 |
per-layer routing:
layer,routed length [um],part of all wire (%),vias up,GRT usage (%)
met1,573,43,208,5.284
met5,0,0,-,0
met3,109,8.2,0,1.023
met4,0,0,0,0
li1,-,-,253,-
met2,640,48,11,7.384
final cells by class:
| type | instances | share of cell area (%) |
|---|---|---|
| Tap cell | 46 | 8.056 |
| Inverter | 1 | 0.5254 |
| Timing Repair Buffer | 26 | 36.43 |
| Multi-Input combinational cell | 50 | 54.99 |
Yosys cell counts:
cell type  count  area, um^2
a211oi_1       3       22.52
a211oi_2       1       12.51
a21o_1         1       7.510
a21o_2         1       8.760
a21oi_1        3       15.01
a31oi_1        1       6.260
and2_1         3       18.77
and3b_1        1       8.760
clkbuf_2       1       5.000
fa_1           1       20.02
ha_1           8       100.1
inv_1          1       3.750
nand2_1        1       3.750
nand3b_1       1       7.510
nand4_1        1       6.260
nor2_1         6       22.52
nor3_1         1       5.000
nor4b_1        1       8.760
nor4b_4        1       23.77
o211a_1        1       10.01
o211ai_1       1       7.510
o21a_1         1       7.510
o21ai_0        9       45.04
o21ai_2        1       8.760
o21bai_1       1       7.510
xor2_1         1       8.760
final timing paths:
kind                  startpoint  endpoint  slack (ns)
worst min-delay path      in2[0]    out[0]        4.42
worst max-delay path      in1[0]    out[6]        2.57
cell families (layout without fill, tap and decap cells):
kind of cell,Yosys count,in the layout
adders and majority gates,9,9
buffers and inverters,2,27
and+or+nand+nor,16,16
xor gates and xnor gates,1,1
AOI/OAI and AO/OA,24,24
report_power, final:
part           internal [W]  switching (W)   total, W  leakage [nW]
clock                     0              0          0             0
combinational     0.0000264      0.0000172  0.0000436         0.275
sequential                0              0          0             0
No activity file was given, so power comes from the tool's default toggle rates.
