==> ./config.mk <==
export PLATFORM = sky130hd
export DESIGN_NAME = dmux
export DESIGN_NICKNAME = dmux
export VERILOG_FILES = /design/flow/design.v
export SDC_FILE = /design/flow/constraint.sdc
export NUM_CORES = 4
export LEC_CHECK = 1
export CORE_AREA = 10 10 70 70
export DIE_AREA = 0 0 80 80
==> ./constraint.sdc <==
current_design dmux

set clk_period 1.0
set clk_io_pct 0.2

create_clock -name clk0 -period $clk_period

set non_clock_inputs [all_inputs -no_clocks]
set_input_delay [expr $clk_period * $clk_io_pct] -clock clk0 $non_clock_inputs
set_output_delay [expr $clk_period * $clk_io_pct] -clock clk0 [all_outputs]
==> ./design.v <==
module dmux(input[3:0] in,
            input [1:0] sel,
            output reg[3:0] out0, out1, out2, out3);
always @(*)
  begin
    out0 = 0;
    out1 = 0;
    out2 = 0;
    out3 = 0;
    case (sel)
    	0: out0 = in;
    	1: out1 = in;
    	2: out2 = in;
    	3: out3 = in;
    	default: out0 = 0;
    endcase
   end
endmodule
==> ./run.sh <==
#!/bin/bash
# OpenROAD 26Q1-2900-gdf79404cd8, Yosys 0.63+post, stock flow scripts
make -C /OpenROAD-flow-scripts/flow DESIGN_CONFIG=/design/flow/config.mk WORK_HOME=/design/flow/orfs finish
==> run_summary.xml <==
<?xml version="1.0" encoding="UTF-8"?>
<metrics>
  <group name="yosys">
    <metric name="mappedNetlistArea" unit="um^2">155</metric>
    <metric name="syn_avg_cell_area" unit="um^2">8.62</metric>
    <metric name="synthesis.instances" unit="">18</metric>
    <metric name="synth.yosys.chip_area" unit="um^2">155</metric>
    <metric name="top_area_frac" unit="">0.387</metric>
    <metric name="synth.area.top_cells" unit="">sky130_fd_sc_hd__and3b_2, sky130_fd_sc_hd__nor3b_1, sky130_fd_sc_hd__and3_1, sky130_fd_sc_hd__buf_6, sky130_fd_sc_hd__and3b_1</metric>
    <metric name="ys.warnings.count" unit="">1</metric>
    <metric name="postSynthSeqShare" unit="">0</metric>
    <metric name="yosys-stat-cells" unit="">18</metric>
    <metric name="synth.lib_cells_used.distinct" unit="">5</metric>
    <metric name="top_area_cell" unit="">sky130_fd_sc_hd__and3b_2</metric>
  </group>
  <group name="global_route">
    <metric name="number_of_global_route_vias_before_repair" unit="">279</metric>
    <metric name="globalRouteTotalUtil" unit="">0.0279</metric>
    <metric name="grt_pass1_wl" unit="mm">1.45</metric>
    <metric name="grt_antenna_before_repair" unit="">0</metric>
    <metric name="grt.overflow.total" unit="">0</metric>
    <metric name="grt_max_degree" unit="">9</metric>
  </group>
  <group name="detailed_routing">
    <metric name="route.detailed.wl_per_inst" unit="um">10.4</metric>
    <metric name="drt-initial-drc-count" unit="">0</metric>
    <metric name="antennaDiodeCount" unit="">0</metric>
    <metric name="drt_wl_total" unit="um">986</metric>
    <metric name="remaining_drc_errors" unit="">0</metric>
    <metric name="vias_per_cell" unit="">2.82</metric>
    <metric name="drt-pass1-iter-count" unit="">1</metric>
    <metric name="antenna_violating_nets_post_route" unit="">0</metric>
    <metric name="vias" unit="">268</metric>
  </group>
  <group name="setup_path">
    <metric name="slowest_delay" unit="ps">180</metric>
    <metric name="cpLargestDelayFamily" unit="">buffers and inverters</metric>
    <metric name="critical_path_class" unit="">in -&gt; out</metric>
    <metric name="cp_max_fo" unit="">4</metric>
    <metric name="worst_ep_required_time" unit="ps">800</metric>
    <metric name="critical-path-slowest-cell" unit="">sky130_fd_sc_hd__and3b_2</metric>
    <metric name="timing.critical_path.to_type" unit="">primary output</metric>
    <metric name="worstPathArrival" unit="ps">820</metric>
    <metric name="total_buffers_and_inverters_traversed_by_the_critical_path" unit="">4</metric>
    <metric name="worstSetupStartpointType" unit="">primary input</metric>
    <metric name="crit_path_cell_trace" unit="">buf_8 &gt; buf_6 &gt; buf_12 &gt; and3b_2 &gt; buf_2</metric>
  </group>
  <group name="place">
    <metric name="placed_cell_area" unit="um^2">425</metric>
    <metric name="pre_cts_slack" unit="ps">-707</metric>
    <metric name="place_congestion" unit="">0.690</metric>
    <metric name="portBuffers" unit="">22</metric>
  </group>
  <group name="finish">
    <metric name="n_fill_cell" unit="">397</metric>
    <metric name="flow.area_growth_from_synthesis" unit="%">239</metric>
    <metric name="layout.cell_area.non_filler" unit="um^2">526</metric>
    <metric name="layout-drive-gt1-share" unit="">0.939</metric>
    <metric name="area.sequential" unit="um^2">0</metric>
    <metric name="flops" unit="">0</metric>
    <metric name="clock_buffer_count" unit="">0</metric>
    <metric name="comb_area" unit="um^2">173</metric>
  </group>
  <group name="timing">
    <metric name="fin_setup_tns" unit="ps">-44.4</metric>
    <metric name="rsz0062_at_grt" unit="">true</metric>
    <metric name="max_slew.worst_pin.slew" unit="ps">108</metric>
    <metric name="number_of_failing_setup_endpoints_in_the_final_timing_report" unit="">3</metric>
    <metric name="final_hold_violating_endpoints" unit="">0</metric>
    <metric name="finalMaxSlewViolations" unit="">0</metric>
    <metric name="fmax" unit="MHz">981</metric>
    <metric name="post-route-min-period" unit="ps">1020</metric>
    <metric name="slew-limit-headroom" unit="">0.928</metric>
    <metric name="timing.hold.ws" unit="ps">718</metric>
    <metric name="post-route-period-util" unit="">1.02</metric>
    <metric name="finalWorstSetupSlack" unit="ps">-18.9</metric>
  </group>
  <group name="min_path">
    <metric name="worstHoldPathType" unit="">in -&gt; out</metric>
  </group>
  <group name="floorplanning">
    <metric name="die-height" unit="um">80</metric>
    <metric name="initial_core_util" unit="">0.0454</metric>
    <metric name="die-width" unit="um">80</metric>
    <metric name="core_region_area" unit="um^2">3420</metric>
    <metric name="std_cell_rows" unit="">21</metric>
    <metric name="die_area" unit="um^2">6400</metric>
    <metric name="io_pins" unit="">22</metric>
  </group>
  <group name="pwr">
    <metric name="totalPowerFinal" unit="W">0.000161</metric>
    <metric name="static-leakage-power" unit="nW">0.270</metric>
    <metric name="cellPowerDensity" unit="nW/um^2">307</metric>
    <metric name="vdd_drop_max" unit="mV">0.186</metric>
  </group>
  <group name="job">
    <metric name="max-cap-violations" unit="">0</metric>
    <metric name="openroad.warnings" unit="">34</metric>
  </group>
  <group name="run_status">
    <metric name="status" unit="">complete, but fails checks</metric>
    <metric name="violations" unit="">negative setup slack</metric>
  </group>
</metrics>
what timing repair did:
item,4_1_cts,5_1_grt
endpoints found under the setup margin,16,11
gates cloned,2,0
setup buffers,8,0
pin swaps,3,3
resized,87,9
hold buffers,0,0
final cells by class:
| type | count | share of cell area |
|---|---|---|
| Timing Repair Buffer | 33 | 0.562 |
| Multi-Input combinational cell | 16 | 0.329 |
| Tap cell | 46 | 0.110 |
stage by stage:
stage / utilization / cells
after floorplan: - / 18
after global placement: 0.125 / 86
after detailed placement: 0.125 / 86
after CTS: 0.144 / 96
after global routing: 0.154 / 95
final: 0.154 / 95
tightest hold or removal path, stage by stage:
cell	delay (ps)
sky130_fd_sc_hd__buf_8	100
sky130_fd_sc_hd__buf_6	90
sky130_fd_sc_hd__nor3b_2	30
sky130_fd_sc_hd__buf_2	100
where the power goes:
| group | total (W) | internal, W | switching [W] |
|---|---|---|---|
| Sequential | 0 | 0 | 0 |
| Clock | 0 | 0 | 0 |
| Combinational | 0.000161 | 0.000111 | 0.0000504 |
layer usage:
layer,share of wire,track usage,wire length [um],vias to the layer above
li1,-,-,-,134
met1,0.56,0.0468,548,114
met2,0.28,0.0297,276,20
met3,0.16,0.0148,161,0
met4,0,0,0,0
met5,0,0,0,-
cells in the mapped netlist:
library cell and number:
sky130_fd_sc_hd__and3b_2 6, sky130_fd_sc_hd__and3b_1 2, sky130_fd_sc_hd__and3_1 4, sky130_fd_sc_hd__nor3b_1 4
sky130_fd_sc_hd__buf_6 2
cell families after synthesis:
kind of cell,after synthesis,share of synthesized area
buffers and inverters,2,0.145
and+or+nand+nor,16,0.855
path summary, 6_finish.rpt:
path	startpoint	end	slack [ps]	cells after the start
worst max-delay path	sel[0]	out1[1]	-20	5
worst min-delay path	sel[1]	out0[0]	720	4
cell usage in the layout (no fill, tap or decap):
| cell | count |
|---|---|
| sky130_fd_sc_hd__buf_12 | 1 |
| sky130_fd_sc_hd__clkdlybuf4s15_2 | 3 |
| sky130_fd_sc_hd__and3b_2 | 6 |
| sky130_fd_sc_hd__buf_2 | 14 |
| sky130_fd_sc_hd__buf_6 | 11 |
| sky130_fd_sc_hd__buf_8 | 2 |
| sky130_fd_sc_hd__and3_4 | 4 |
| sky130_fd_sc_hd__clkdlybuf4s15_1 | 1 |
| sky130_fd_sc_hd__and3b_1 | 2 |
| sky130_fd_sc_hd__nor3b_2 | 4 |
| sky130_fd_sc_hd__buf_4 | 1 |
No activity file was given, so power comes from the tool's default toggle rates.
