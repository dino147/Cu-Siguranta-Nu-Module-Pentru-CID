==> design.v <==
module shift_left (input [7:0] in1,
		   input [1:0] in2,
	           input e,
	           output reg [7:0] out);
always @(*)
	if (e) out = in1 << in2;
	else out = 0;
endmodule
==> run.sh <==
#!/bin/bash
# OpenROAD 26Q1-2900-gdf79404cd8, Yosys 0.63+post, stock flow scripts
make -C /OpenROAD-flow-scripts/flow DESIGN_CONFIG=/design/flow/config.mk WORK_HOME=/design/flow/orfs finish
==> config.mk <==
export PLATFORM = sky130hd
export DESIGN_NAME = shift_left
export DESIGN_NICKNAME = shift_left
export VERILOG_FILES = /design/flow/design.v
export SDC_FILE = /design/flow/constraint.sdc
export NUM_CORES = 4
export LEC_CHECK = 1
export CORE_AREA = 10 10 70 70
export DIE_AREA = 0 0 80 80
==> constraint.sdc <==
current_design shift_left

set clk_period 1.1
set clk_io_pct 0.2

create_clock -name clk0 -period $clk_period

set non_clock_inputs [all_inputs -no_clocks]
set_input_delay [expr $clk_period * $clk_io_pct] -clock clk0 $non_clock_inputs
set_output_delay [expr $clk_period * $clk_io_pct] -clock clk0 [all_outputs]
==> GITHUB_STEP_SUMMARY <==
## Implementation flow summary

| Metric | Value |
|---|---|
| Status | finished, violations left |
| Failing checks | setup timing |
| Flops | 0 |
| Metal2 WL | 201 um |
| Yosys cell types | 10 |
| Register Area | 0 sq um |
| Vias/cell | 3.088 |
| Pwr dens | 349.9 mW/mm^2 |
| Final period utilization | 1.153 |
| Global-route wire length before repair | 1.649 mm |
| Tmin final | 1268 ps |
| Register share after synthesis | 0 |
| Final tally of setup violations | 6 |
| # clk buffers | 0 |
| Layout fillers | 404 |
| Die height | 80 um |
| Synth Cell Area | 170.2 sq um |
| Gr usage total | 0.03145 |
| Average routed wire per standard cell | 10.49 um |
| ANT nets after route | 0 |
| Worst Path Arrival | 1050 ps |
| Total number of yosys warnings | 1 |
| Dominant logic cell type in the layout | buf_2 |
| Critical path's slowest cell | buf_4 |
| Leak pwr | 0.0001984 uW |
| Global route overflow | 0 |
| RD Place Congestion | 0.7271 |
| Yosys cell count | 21 |
| Rel. slew slack | 0.8804 |
| Row cnt | 21 |
| Top logic cells by instance count in the layout | buf_2 (11), mux2i_1 (5), o22ai_1 (4), buf_4 (4), dlygate4sd2_1 (4) |
| Avg Cell Area, Syn | 8.103 sq um |
| Drc violations | 0 |
| Measured slew at the worst slew-check pin | 174.4 ps |
| # IOs | 19 |
| Largest stage delay on the critical path | 140 ps |
| Tool warnings | 34 |
| Final WL | 955 um |
| Crit-path max FO | 3 |
| Die area | 0.006400 sq mm |
| Worst ir drop on vdd | 0.09924 mV |
| DR pass1 iterations | 4 |
| Post-route setup slack | -168.2 ps |
| Initial antenna violation count | 0 |
| Critical Path Start Type | input pin |
| Top Layer Used | met3 |
| Area Overhead vs Synth | 160.3% |
| DRT iter0 DRCs | 5 |
| Tot Pwr | 155.0 uW |
| YS chip area | 170.2 sq um |
| Vias in the first global route | 296 |
| Crit-path cells | buf_8 > buf_6 > buf_6 > mux2i_1 > buf_4 > o22ai_2 > buf_2 |
| Maxcap violations | 0 |
| Hold Crit Class | input pin to primary output |
| CP Capture Type | primary output |
| Core ar. | 0.003416 sq mm |
| Die Span X | 80 um |
| Floorplan utilization | 0.04982 |
| Met1 wire length | 564 um |
| Crit path DRT | 880 ps |
| Setup CP Type | input pin to primary output |
| # diodes | 0 |
| Detailed-routed wire length on met3 | 188 um |
| Pin count of the biggest net entering global routing | 7 |
| Setup TNS | -560.9 ps |
| Logic area | 201.4 sq um |
| Max frequency | 788.5 MHz |
| # port buffers | 19 |
| Layout cell share with drive strength beyond 1 | 0.6000 |
| RSZ-0062 raised after global routing | yes |
| Via count | 281 |
| Hold Violations, Final | 0 |
| CP dominant cell by count | buf_6 |
| Syn Inst Count | 21 |
| Final Max Tran Viols | 0 |
layer usage:
layer / global-route usage / up-vias
li1: - / 134
met1: 0.05427 / 126
met2: 0.03050 / 21
met3: 0.01818 / 0
met4: 0 / 0
met5: 0 / -
final cells by class:
cell class / count / area share
well taps: 46 / 0.1299
repair buffers: 25 / 0.4153
multi-input cells: 20 / 0.4548
report_power, final:
part	total, uW	switching [uW]	internal (uW)
combinational	155	62.6	92.4
sequential	0	0	0
clock	0	0	0
total	155	62.6	92.4
worst paths after layout:
kind | slack [ps] | to | cells after the start | startpoint
setup / recovery | -170 | out[5] | 7 | in2[0]
hold / removal | 790 | out[2] | 3 | e
through the flow:
stage | instances | area (sq um) | setup WS (ps) | hold slack (ps) | utilization
2_1_floorplan | 21 | 170.2 | 241.0 | 511.9 | -
3_3_place_gp | 86 | 414.1 | -885.4 | 1441 | 0.1212
3_5_place_dp | 86 | 414.1 | -854.8 | 1456 | 0.1212
4_1_cts | 91 | 439.2 | -175.6 | 786.2 | 0.1286
5_1_grt | 91 | 442.9 | -230.4 | 822.2 | 0.1297
6_report | 91 | 442.9 | -168.2 | 785.4 | 0.1297
logic make-up after synthesis:
logic type | Yosys count | synth area share
AOI/OAI and AO/OA | 6 | 0.2132
buffers and inverters | 1 | 0.06617
muxes | 8 | 0.4706
and+or+nand+nor | 6 | 0.2500
critical path, delay by kind of cell:
family / cells / cell delay [ps]
mux: 1 / 130
buf+inv: 5 / 580
compound gates: 1 / 120
cells in the mapped netlist (all sizes together):
library cell / number / area share
nand3b: 1 / 0.044
nand2b: 1 / 0.081
nand2: 1 / 0.022
nor2: 1 / 0.022
nor3b: 1 / 0.044
o22ai: 5 / 0.18
buf: 1 / 0.066
o21ai: 1 / 0.029
and2: 1 / 0.037
mux2i: 8 / 0.47
repair_timing:
action,in CTS,in global routing
gates cloned,1,0
pin swaps,8,4
endpoints found under the setup margin,8,7
gates resized,68,3
setup buffers,4,1
hold buffers,0,0
Power figures rest on the tool's default switching activity, not on a simulated workload.
